==> design/flow/design.v <==
module push_button_debouncer
    (
        input  wire clock,
        input  wire push_button_n,
        output wire push_button
    );
    reg push_button_state;
    reg next_push_button_state;
    parameter PUSH_BUTTON_STATE0 = 1'b0;
    parameter PUSH_BUTTON_STATE1 = 1'b1;
    parameter COUNTER_MAX = 12'hfff;
    reg[11:0] counter0;
    reg[11:0] counter1;
    initial
    begin
        counter0 = 12'h0;
        counter1 = 12'h0;
        push_button_state = PUSH_BUTTON_STATE1;
    end
    always @(posedge clock)
    begin
        if (push_button_n == 1'b0)
            begin
                if (counter0 != COUNTER_MAX)
                    counter0 <= counter0 + 12'h1;
                else
                    counter0 <= counter0;
            end
        else
            counter0 <= 12'h0;
    end
    always @(posedge clock)
    begin
        if (push_button_n == 1'b1)
            begin
                if (counter1 != COUNTER_MAX)
                    counter1 <= counter1 + 12'h1;
                else
                    counter1 <= counter1;
            end
        else
            counter1 <= 12'h0;
    end
    always @(posedge clock)
    begin
        push_button_state <= next_push_button_state;
    end
    always @(*)
    begin
        case (push_button_state)
            PUSH_BUTTON_STATE0:
                if (counter1 == COUNTER_MAX)
                    next_push_button_state = PUSH_BUTTON_STATE1;
                else
                    next_push_button_state = PUSH_BUTTON_STATE0;
            PUSH_BUTTON_STATE1:
                if (counter0 == COUNTER_MAX)
                    next_push_button_state = PUSH_BUTTON_STATE0;
                else
                    next_push_button_state = PUSH_BUTTON_STATE1;
        endcase
    end
   assign push_button = (push_button_state == PUSH_BUTTON_STATE0) ? 1'b1 : 1'b0;
endmodule
module sample_wrapper 
    (
        input  wire clock,
        input  wire push_button0_n,
        input  wire push_button1_n,
        output wire push_button0,
        output wire push_button1,
        input  wire led_red,
        input  wire led_green,
        input  wire led_blue,
        output wire led_red_n,
        output wire led_green_n,
        output wire led_blue_n
    );
    push_button_debouncer u0_push_button_debouncer (
        .clock         (clock),
        .push_button_n (push_button0_n),
        .push_button   (push_button0)
    );
    push_button_debouncer u1_push_button_debouncer (
        .clock         (clock),
        .push_button_n (push_button1_n),
        .push_button   (push_button1)
    );      
    assign led_red_n   = ~led_red;
    assign led_green_n = ~led_green;
    assign led_blue_n  = ~led_blue;
endmodule
module sample3
    (
        input  wire clock,
        input  wire push_button0_n,
        input  wire push_button1_n,
        output wire led_red_n,
        output wire led_green_n,
        output wire led_blue_n
    );
    wire push_button0;
    wire push_button1;
    wire led_red;
    wire led_green;
    wire led_blue;
    sample3_main u_sample3_main
    (
        .push_button0 (push_button0),
        .push_button1 (push_button1),
        .led_red      (led_red),
        .led_green    (led_green),
        .led_blue     (led_blue)
    ); 
    sample_wrapper u_sample_wrappter 
    (
        .clock          (clock),
        .push_button0_n (push_button0_n),
        .push_button1_n (push_button1_n),
        .push_button0   (push_button0),
        .push_button1   (push_button1),
        .led_red        (led_red),
        .led_green      (led_green),
        .led_blue       (led_blue),
        .led_red_n      (led_red_n),
        .led_green_n    (led_green_n),
        .led_blue_n     (led_blue_n)
    );
endmodule
module sample3_main
    (
        input  wire push_button0,
        input  wire push_button1,
        output wire led_red,
        output wire led_green,
        output wire led_blue
    );
    reg[1:0] state, next_state;
    parameter IDLE  = 2'b00;
    parameter RED   = 2'b01;
    parameter GREEN = 2'b10;
    parameter BLUE  = 2'b11;
    initial
    begin
        state = IDLE;
    end
    always @(posedge push_button0 or posedge push_button1)
    begin
        if (push_button1 == 1)
            state <= IDLE;
        else
            state <= next_state;
    end
    always @(*)
    begin
        case (state)
            IDLE:  next_state = RED;
            RED:   next_state = GREEN;
            GREEN: next_state = BLUE;
            BLUE:  next_state = RED;
        endcase
    end
    assign led_red   = (state == RED)   ? 1 : 0;
    assign led_green = (state == GREEN) ? 1 : 0;
    assign led_blue  = (state == BLUE)  ? 1 : 0;
endmodule
==> design/flow/run.sh <==
#!/bin/bash
# OpenROAD 26Q1-2900-gdf79404cd8, Yosys 0.63+post, stock flow scripts
make -C /OpenROAD-flow-scripts/flow DESIGN_CONFIG=/design/flow/config.mk WORK_HOME=/design/flow/orfs finish
==> design/flow/config.mk <==
export PLATFORM = sky130hd
export DESIGN_NAME = sample3
export DESIGN_NICKNAME = sample3
export VERILOG_FILES = /design/flow/design.v
export SDC_FILE = /design/flow/constraint.sdc
export NUM_CORES = 4
export LEC_CHECK = 1
export CORE_UTILIZATION = 40
==> design/flow/constraint.sdc <==
current_design sample3

set clk_period 2.0
set clk_io_pct 0.2

create_clock -name clk0 -period $clk_period [get_ports {clock}]

set non_clock_inputs [all_inputs -no_clocks]
set_input_delay [expr $clk_period * $clk_io_pct] -clock clk0 $non_clock_inputs
set_output_delay [expr $clk_period * $clk_io_pct] -clock clk0 [all_outputs]
==> Changelog: implementation <==
### Metrics

* Status: finished clean
* Distinct cell type count after synthesis at roughly 46
* Post-CTS sizing at 0
* Final setup viols at 0
* Core area at approximately 0.006 mm2
* H-tree depth reported by CTS at 2
* Max Slew Vio Count at 0
* Register pins left without a clock at 2
* Data arrival time of the worst path at 2030 ps
* Worst-path fanout max at 9
* Cts bufs inserted at 5
* Iteration-0 DRC Markers at 51
* Cells after Synth at about 270
* Critical Path RT at approximately 2200 ps
* Kind of end point of the critical path: register
* Endpoints left unconstrained at 5
* Ys cells at between 200 and 300
* CP peak stage delay at around 610 ps
* Critical-path top delay cell: or4_4
* Clk Latency, worst-skew pair at approximately 300 ps
* Row count at 28
* Most frequent cells after synthesis: dfxtp_1, nor2_1, nand2_1, nand3_1
* Largest net degree at the start of global routing at 29
* Leak Pwr at approximately 0.99 nW
* Max Root-Sink Buffers at 2
* GRT overflow at 0
* Antenna-violating nets left at 0
* CTS tree: done
* Boundary Pins at 6
* Crit-path cells: ha_2 -> inv_1 -> or4_4 -> nand4_1 -> mux2_2
* Pwr Total at 1.77 mW
* Residual DRC count at 0
* Final GP Congestion at between 0.7 and 0.8
* Diodes inserted at 0
* CTS root buf: clkbuf_8
* P&R area growth vs syn at 11.1%
* Cycle use final at 92.3%
* Post-layout util at 45.9%
* Pre-antenna DRT Iters at 4
* Initial Util at around 41%
* Commonest flop: dfxtp_1
* FF/Latch Area at 0.00105 mm2
* All-Layer GR Usage at between 10% and 20%
* Initial antenna violation count at 0
* Setup repair after global routing missed its margin: false
* Yosys top cell by instances: dfxtp_1
* Post-CTS Setup Repair Bufs at 0
* OpenROAD warnings at 27
* Cell area leaders: dfxtp_1, xor2_1, ha_1
* Final WL at between 4 and 5 mm
* Hold crit path type: reg2reg
* Die width at 80.2 um
* Yosys warns at 2
* Avg Cell Area, Syn at a little over 9 um2
* Final clock skew at 10.1 ps
* EDFF count, synth at 0
* WL/cell at roughly 11 um
* Detailed Place HPWL at approximately 2.7 mm
* Fin. Hold Viols at 0
* Vias post-DR at roughly 1,800
* Setup tns final at 0 ps
* Worst vdd ir at between 0.0003 and 0.0004 V
* Register area share after synthesis at between 40% and 50%
* Die H at ~80 um
* Startpoint Class: register
* Yosys stat chip area at 0.00245 mm2
* Final Critical Period at 1850 ps
* Layout cells sized above 1 at approximately 8.2%
* Fill cell count at 581
* Critical path class: reg2reg
* Relative slew slack at 69.7%
* Netlist Area Pre-Place at approximately 0.0024 mm2
* Comb area at 0.00131 mm2
* Max_cap viols at 0
* Hold_buf cts at 0
* Vias in the first global route at about 1,600
* Vias per std cell at 5.21
* Ys async rst share at ~3.8%
* Highest clock rate at about 0.54 GHz
* Port bufs at 5
* Power Density at approximately 650 mW/mm2
* Clk slew on worst S/H paths at 90 ps
* Cell type with the largest total area: dfxtp_1
* Die Size at ~0.0064 mm2
* First-pass GRT wire length at between 7 and 8 mm
* Flops after synth at around 52
* Max-area cell share at around two fifths
* Pin slew with the least headroom to its limit at 451 ps
[worst paths after layout]
check / cells after the start / start / slack (ps) / to
worst max-delay path: 5 / register / 150 / register
worst min-delay path: 2 / register / 490 / register
worst max register to register: 5 / register / 150 / register
worst min register to register: 2 / register / 490 / register
[where the power goes]
part / internal [mW] / switching, mW / total (mW)
combinational: 0.0397 / 0.0443 / 0.0839
sequential: 1.02 / 0.0230 / 1.04
clock: 0.317 / 0.330 / 0.647
[metal layers]
layer / global-route usage, % / vias up / share of wire, %
li1: - / 997 / -
met1: 21.8 / 827 / 54
met2: 20.9 / 18 / 41
met4: 2.14 / 0 / 2.0
met5: 0 / - / 0
met3: 2.31 / 7 / 2.7
[cell families after synthesis]
| kind of cell | Yosys count | synth area share (%) |
|---|---|---|
| buffers and inverters | 22 | 3.73 |
| DFF | 52 | 42.9 |
| AOI/OAI and AO/OA | 43 | 11.9 |
| xor gates and xnor gates | 21 | 7.51 |
| muxes | 12 | 5.26 |
| and+or+nand+nor | 112 | 25.1 |
| adders and majority gates | 7 | 3.58 |
[critical path, delay by kind of cell (launching register included)]
family | cells | cell delay [ps]
simple gates | 2 | 740
fa+ha+maj | 1 | 230
buf+inv | 1 | 60
mux | 1 | 330
flops | 1 | 380
[layout make-up]
type / instances / area share, %
multi-input combinational: 195 / 48.1
sequential: 52 / 38.7
clock buffer: 7 / 3.54
tap: 75 / 3.45
inverter: 14 / 1.93
clock inverter: 1 / 0.322
timing repair buffer: 11 / 3.96
[flip-flops by register name (all words and copies together), names as in the netlist]
signal	count
u_sample_wrappter.u0_push_button_debouncer.push_button_state	1
u_sample_wrappter.u1_push_button_debouncer.push_button_state	1
u_sample_wrappter.u1_push_button_debouncer.counter0	12
u_sample_wrappter.u0_push_button_debouncer.counter1	12
u_sample_wrappter.u1_push_button_debouncer.counter1	12
u_sample_wrappter.u0_push_button_debouncer.counter0	12
u_sample3_main.state	2
[per-stage QoR]
stage / hold WS (ps) / worst slack, ps / cells / area [um2]
finish: 493 / 155 / 355 / 2720
CTS: 501 / 98.5 / 355 / 2720
global placement: 471 / 139 / 347 / 2610
detailed placement: 485 / 95.1 / 347 / 2610
global route: 523 / 36.7 / 355 / 2720
floorplan: 451 / 155 / 269 / 2450
[cell usage in the layout (no fill, tap or decap), types with 9 or more instances in the layout]
cell / n
a21oi_1: 9
nand3_1: 15
nor2_1: 23
xnor2_1: 10
nand4_1: 14
xor2_1: 11
nand2_1: 18
inv_1: 14
dfxtp_1: 49
No activity file was given, so power comes from the tool's default toggle rates.
