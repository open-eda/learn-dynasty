[run.sh]
#!/bin/bash
# OpenROAD 26Q1-2900-gdf79404cd8, Yosys 0.63+post, stock flow scripts
make -C /OpenROAD-flow-scripts/flow DESIGN_CONFIG=/design/flow/config.mk WORK_HOME=/design/flow/orfs finish
[config.mk]
export PLATFORM = sky130hd
export DESIGN_NAME = sample4
export DESIGN_NICKNAME = sample4
export VERILOG_FILES = /design/flow/design.v
export SDC_FILE = /design/flow/constraint.sdc
export NUM_CORES = 4
export LEC_CHECK = 1
export CORE_UTILIZATION = 30
[constraint.sdc]
current_design sample4

set clk_period 2.6
set clk_io_pct 0.2

create_clock -name clk0 -period $clk_period [get_ports {clock}]

set non_clock_inputs [all_inputs -no_clocks]
set_input_delay [expr $clk_period * $clk_io_pct] -clock clk0 $non_clock_inputs
set_output_delay [expr $clk_period * $clk_io_pct] -clock clk0 [all_outputs]
[design.v]
module push_button_debouncer
    (
        input  wire clock,
        input  wire push_button_n,
        output wire push_button
    );
    reg push_button_state;
    reg next_push_button_state;
    parameter PUSH_BUTTON_STATE0 = 1'b0;
    parameter PUSH_BUTTON_STATE1 = 1'b1;
    parameter COUNTER_MAX = 12'hfff;
    reg[11:0] counter0;
    reg[11:0] counter1;
    initial
    begin
        counter0 = 12'h0;
        counter1 = 12'h0;
        push_button_state = PUSH_BUTTON_STATE1;
    end
    always @(posedge clock)
    begin
        if (push_button_n == 1'b0)
            begin
                if (counter0 != COUNTER_MAX)
                    counter0 <= counter0 + 12'h1;
                else
                    counter0 <= counter0;
            end
        else
            counter0 <= 12'h0;
    end
    always @(posedge clock)
    begin
        if (push_button_n == 1'b1)
            begin
                if (counter1 != COUNTER_MAX)
                    counter1 <= counter1 + 12'h1;
                else
                    counter1 <= counter1;
            end
        else
            counter1 <= 12'h0;
    end
    always @(posedge clock)
    begin
        push_button_state <= next_push_button_state;
    end
    always @(*)
    begin
        case (push_button_state)
            PUSH_BUTTON_STATE0:
                if (counter1 == COUNTER_MAX)
                    next_push_button_state = PUSH_BUTTON_STATE1;
                else
                    next_push_button_state = PUSH_BUTTON_STATE0;
            PUSH_BUTTON_STATE1:
                if (counter0 == COUNTER_MAX)
                    next_push_button_state = PUSH_BUTTON_STATE0;
                else
                    next_push_button_state = PUSH_BUTTON_STATE1;
        endcase
    end
   assign push_button = (push_button_state == PUSH_BUTTON_STATE0) ? 1'b1 : 1'b0;
endmodule
module sample_wrapper 
    (
        input  wire clock,
        input  wire push_button0_n,
        input  wire push_button1_n,
        output wire push_button0,
        output wire push_button1,
        input  wire led_red,
        input  wire led_green,
        input  wire led_blue,
        output wire led_red_n,
        output wire led_green_n,
        output wire led_blue_n
    );
    push_button_debouncer u0_push_button_debouncer (
        .clock         (clock),
        .push_button_n (push_button0_n),
        .push_button   (push_button0)
    );
    push_button_debouncer u1_push_button_debouncer (
        .clock         (clock),
        .push_button_n (push_button1_n),
        .push_button   (push_button1)
    );      
    assign led_red_n   = ~led_red;
    assign led_green_n = ~led_green;
    assign led_blue_n  = ~led_blue;
endmodule
module sample4
    (
        input  wire clock,
        input  wire push_button0_n,
        input  wire push_button1_n,
        output wire led_red_n,
        output wire led_green_n,
        output wire led_blue_n
    );
    wire push_button0;
    wire push_button1;
    wire led_red;
    wire led_green;
    wire led_blue;
    sample4_main u_sample4_main
    (
        .clock        (clock),
        .push_button0 (push_button0),
        .push_button1 (push_button1),
        .led_red      (led_red),
        .led_green    (led_green),
        .led_blue     (led_blue)
    );
    sample_wrapper u_sample_wrappter 
    (
        .clock          (clock),
        .push_button0_n (push_button0_n),
        .push_button1_n (push_button1_n),
        .push_button0   (push_button0),
        .push_button1   (push_button1),
        .led_red        (led_red),
        .led_green      (led_green),
        .led_blue       (led_blue),
        .led_red_n      (led_red_n),
        .led_green_n    (led_green_n),
        .led_blue_n     (led_blue_n)
    );
endmodule
module sample4_main
    (
        input  wire clock,
        input  wire push_button0,
        input  wire push_button1,
        output wire led_red,
        output wire led_green,
        output wire led_blue
    );
    reg[1:0] state, next_state;
    parameter IDLE  = 0;
    parameter RED   = 1;
    initial
    begin
        state = IDLE;
    end
    always @(posedge clock)
    begin
        state <= next_state;
    end
    always @(*)
    begin
        case (state)
            IDLE:
                if (push_button0 == 1)
                    next_state = RED;
                else
                    next_state = IDLE;
            RED:
                if (push_button1 == 1)
                    next_state = IDLE;
                else
                    next_state = RED;
        endcase
    end
    assign led_red   = (state == RED) ? 1 : 0;
    assign led_green = 0;
    assign led_blue  = 0;
endmodule
==> summary.txt <==
DIE AREA: 8280 um2
postcts setup bufs: 0
# H-tree levels: 2
M2 GR Usage: 15.34%
Yosys cell types: 43
Avg Synthesized Cell Area: 8.768 um2
# DRC: 0
total power: 1376 uW
Lkg Pwr: 0.0009409 uW
CTS buffer count: 5
worst IR drop on VDD: 0.2156 mV
ys async rst share: 0%
Final Max Tran Viols: 0
Post-CTS Hold Buffers: 0
Final Wtd Congestion: 0.8113
Final Cycle Share: 74.57%
Post-Route WL: 4109 um
DRT Pass-1 Iters: 4
flops out of synthesis: 51
worst hold path endpoint: u_sample4_main.state[0]
first-pass GRT wire length: 7072 um
CTS tree: done
Initial Util: 30.91%
total track usage: 10.23%
fmax: 515.8 MHz
antenna violations before repair: 0
post-detail-place hpwl: 2726 um
YS chip area: 2376 um2
Req. time, crit path: 2.80 ns
Reg2Reg Setup Slack: 0.66 ns
Worst Hold Class: reg -> reg
Worst Clk Skew: 0.004666 ns
core area: 7687 um2
gr ovfl total: 0
row cnt: 32
Die W: 91.00 um
port bufs: 3
yosys warns: 2
Seq share, synth: 42.97%
CTS Sinks: 51
Yosys top cell by area: dfxtp_1
setup_tns: 0 ns
clk slew on worst S/H paths: 0.09 ns
clk latency late pin: 0.30 ns
Critical Path Fanout Max: 7
routed length per instance: 10.87 um
vias in the first global route: 1621
routing usage on met1: 15.73%
drt first-iter violations: 48
Die Height: 91.00 um
main area contributors: dfxtp_1 (43%), xnor2_1 (4.4%), a21oi_1 (4.2%)
area grow syn2layout: 9.637%
Inserted Diodes: 0
yosys cell count: 271
final-report hold violation count: 0
Crit path arrival time: 2.14 ns
grt peak-use layer: met1
CTS resizes: 0
Min-Delay Path Depth: 1
DRT antenna net count: 0
io pins: 6
clk root buf: clkbuf_8
RSZ-0062 raised after global routing: false
routed via count: 1891
total of max-cap violations: 0
Syn Std Cell Area: 2376 um2
outcome: complete, no violations
Tmin final: 1.939 ns
share of layout cells above drive strength 1: 6.522%
clk buf depth: 2
Setup CP Type: reg -> reg
Startpoint Class: flop
reg2reg path depth: 5
number of enable flip-flop cells: 0
Worst Setup End Kind: flop
Via-to-Cell Ratio: 5.003
final setup fails: 0
power per cell area: 528.3 nW/um2
Post-Syn Instances: 271
met3 Use GR: 2.636%
Max-area cell share: 42.97%
pin count of the biggest net entering global routing: 17
main flop type: dfxtp_1
tool warnings: 25
registers in the layout, summed over array words and instances (netlist names):
name	flops
u_sample_wrappter.u1_push_button_debouncer.counter1	12
u_sample_wrappter.u1_push_button_debouncer.push_button_state	1
u_sample_wrappter.u0_push_button_debouncer.counter0	12
u_sample_wrappter.u0_push_button_debouncer.push_button_state	1
u_sample_wrappter.u0_push_button_debouncer.counter1	12
u_sample4_main.state	1
u_sample_wrappter.u1_push_button_debouncer.counter0	12
cells in the mapped netlist (8+ instances only):
library cell,number
o21ai_0,14
nand2_1,18
dfxtp_1,51
nand3_1,20
nor3_1,11
inv_1,10
nor2_1,21
a31oi_1,9
xnor2_1,12
mux2i_1,8
a21oi_1,20
nand4_1,11
critical path, cell delays in order, from the launching register on:
cell and delay (ns):
dfxtp_1 0.43, ha_1 0.25, nand3_1 0.25, or4_1 0.68, xnor2_1 0.18, nor2_1 0.05
through the flow:
step                      hold WS (ns)  std cells  utilization [%]  worst slack (ns)  area (um2)
after floorplan                 0.4281        272                -            0.8315        2380
after global placement          0.4578        370            32.54            0.7252        2501
after detailed placement        0.4640        370            32.54            0.6739        2501
after CTS                       0.4723        378            33.89            0.6602        2605
after global routing            0.5002        378            33.89            0.5490        2605
final                           0.4716        378            33.89            0.6612        2605
cell usage in the layout (no fill, tap or decap), types with 4 or more instances in the layout:
cell type  netlist  routed
xor2_1           5       5
mux2i_1          8       8
ha_1             4       4
nor2_1          21      21
nand2b_1         4       4
inv_1           10      10
a21oi_1         20      20
or3_1            7       7
nand2_1         18      18
xnor2_1         12      12
o21ai_0         14      14
a31oi_1          9       9
nand3_1         20      20
nor3_1          11      11
and3_1           5       5
nand4_1         11      11
dfxtp_1         51      51
clkbuf_8         0       7
report_power, final:
| group | switching [uW] | internal, uW | total, uW | leakage [uW] |
|---|---|---|---|---|
| Combinational | 33.9 | 25.2 | 59.1 | 0.000477 |
| Sequential | 19.7 | 796 | 816 | 0.000414 |
| Clock | 259 | 242 | 501 | 0.0000505 |
layer usage:
metal / part of all wire [%] / wire (um)
met1: 55 / 2252
met5: 0 / 0
met4: 0.92 / 38
met2: 41 / 1689
met3: 3.1 / 128
how the worst max path moves through the flow:
stage         endpoint  depth (start not counted)
finish            flop                          5
global route      flop                          5
CTS               flop                          5
layout make-up:
class,instances,area (um2)
Clock buffer,7,96.34
Clock inverter,1,7.507
Fill cell,794,5082
Inverter,11,41.29
Multi-Input combinational cell,201,1266
Sequential cell,51,1021
Tap cell,102,127.6
Timing Repair Buffer,5,45.04
cell families (layout without fill, tap and decap cells):
kind of cell,Yosys count,after routing,share of synthesized area [%]
compound gates,53,53,13.17
xor+xnor,17,17,6.266
fa+ha+maj,4,4,2.106
buf+inv,20,24,3.896
flops,51,51,42.97
mux,9,9,3.844
other cells,1,2,0.1578
simple gates,116,116,27.59
No activity file was given, so power comes from the tool's default toggle rates.
