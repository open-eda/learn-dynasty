==> flow/config.mk <==
export PLATFORM = sky130hd
export DESIGN_NAME = sample2
export DESIGN_NICKNAME = sample2
export VERILOG_FILES = /design/flow/design.v
export SDC_FILE = /design/flow/constraint.sdc
export NUM_CORES = 4
export LEC_CHECK = 1
export CORE_UTILIZATION = 50
==> flow/constraint.sdc <==
current_design sample2

set clk_period 2.0
set clk_io_pct 0.2

create_clock -name clk0 -period $clk_period [get_ports {clock}]

set non_clock_inputs [all_inputs -no_clocks]
set_input_delay [expr $clk_period * $clk_io_pct] -clock clk0 $non_clock_inputs
set_output_delay [expr $clk_period * $clk_io_pct] -clock clk0 [all_outputs]
==> flow/design.v <==
module push_button_debouncer
    (
        input  wire clock,
        input  wire push_button_n,
        output wire push_button
    );
    reg push_button_state;
    reg next_push_button_state;
    parameter PUSH_BUTTON_STATE0 = 1'b0;
    parameter PUSH_BUTTON_STATE1 = 1'b1;
    parameter COUNTER_MAX = 12'hfff;
    reg[11:0] counter0;
    reg[11:0] counter1;
    initial
    begin
        counter0 = 12'h0;
        counter1 = 12'h0;
        push_button_state = PUSH_BUTTON_STATE1;
    end
    always @(posedge clock)
    begin
        if (push_button_n == 1'b0)
            begin
                if (counter0 != COUNTER_MAX)
                    counter0 <= counter0 + 12'h1;
                else
                    counter0 <= counter0;
            end
        else
            counter0 <= 12'h0;
    end
    always @(posedge clock)
    begin
        if (push_button_n == 1'b1)
            begin
                if (counter1 != COUNTER_MAX)
                    counter1 <= counter1 + 12'h1;
                else
                    counter1 <= counter1;
            end
        else
            counter1 <= 12'h0;
    end
    always @(posedge clock)
    begin
        push_button_state <= next_push_button_state;
    end
    always @(*)
    begin
        case (push_button_state)
            PUSH_BUTTON_STATE0:
                if (counter1 == COUNTER_MAX)
                    next_push_button_state = PUSH_BUTTON_STATE1;
                else
                    next_push_button_state = PUSH_BUTTON_STATE0;
            PUSH_BUTTON_STATE1:
                if (counter0 == COUNTER_MAX)
                    next_push_button_state = PUSH_BUTTON_STATE0;
                else
                    next_push_button_state = PUSH_BUTTON_STATE1;
        endcase
    end
   assign push_button = (push_button_state == PUSH_BUTTON_STATE0) ? 1'b1 : 1'b0;
endmodule
module sample_wrapper 
    (
        input  wire clock,
        input  wire push_button0_n,
        input  wire push_button1_n,
        output wire push_button0,
        output wire push_button1,
        input  wire led_red,
        input  wire led_green,
        input  wire led_blue,
        output wire led_red_n,
        output wire led_green_n,
        output wire led_blue_n
    );
    push_button_debouncer u0_push_button_debouncer (
        .clock         (clock),
        .push_button_n (push_button0_n),
        .push_button   (push_button0)
    );
    push_button_debouncer u1_push_button_debouncer (
        .clock         (clock),
        .push_button_n (push_button1_n),
        .push_button   (push_button1)
    );      
    assign led_red_n   = ~led_red;
    assign led_green_n = ~led_green;
    assign led_blue_n  = ~led_blue;
endmodule
module sample2
    (
        input  wire clock,
        input  wire push_button0_n,
        input  wire push_button1_n,
        output wire led_red_n,
        output wire led_green_n,
        output wire led_blue_n
    );
    wire push_button0;
    wire push_button1;
    wire led_red;
    wire led_green;
    wire led_blue;
    sample2_main u_sample2_main
    (
        .push_button0 (push_button0),
        .push_button1 (push_button1),
        .led_red      (led_red),
        .led_green    (led_green),
        .led_blue     (led_blue)
    );   
    sample_wrapper u_sample_wrappter 
    (
        .clock          (clock),
        .push_button0_n (push_button0_n),
        .push_button1_n (push_button1_n),
        .push_button0   (push_button0),
        .push_button1   (push_button1),
        .led_red        (led_red),
        .led_green      (led_green),
        .led_blue       (led_blue),
        .led_red_n      (led_red_n),
        .led_green_n    (led_green_n),
        .led_blue_n     (led_blue_n)
    );
endmodule
module sample2_main
    (
        input  wire push_button0,
        input  wire push_button1,
        output reg  led_red,
        output reg  led_green,
        output reg  led_blue
    );
    always @(*)
    begin
        case({push_button1, push_button0})
            2'b00:
                begin
                    led_red   = 0;
                    led_green = 0;
                    led_blue  = 0;
                end
            2'b01:
                begin
                    led_red   = 1;
                    led_green = 0;
                    led_blue  = 0;
                end
            2'b10:
                begin
                    led_red   = 0;
                    led_green = 1;
                    led_blue  = 0;
                end
            2'b11:
                begin
                    led_red   = 0;
                    led_green = 0;
                    led_blue  = 1;
                end
        endcase
    end
endmodule
==> flow/run.sh <==
#!/bin/bash
# OpenROAD 26Q1-2900-gdf79404cd8, Yosys 0.63+post, stock flow scripts
make -C /OpenROAD-flow-scripts/flow DESIGN_CONFIG=/design/flow/config.mk WORK_HOME=/design/flow/orfs finish
==> results.cfg <==
; synthesis and place-and-route metrics
[die]
rows = 24
die_x_um = 70.7
chip_area_um2 = 5000
die_y_um = 70.7
boundaryPins = 6
floorplan.core_util = 0.532
core_area_um2 = 4440

[worst_setup_path]
path_delay_family = simple AND/OR/NAND/NOR gates
crit_buf_inv = 0
cp_slowest_cell = or4_1
crit_type = reg -> reg
cp-start-kind = register
end_kind = register
path_max_fanout = 6
crit_chain = ha_1 > nand2_1 > or4_1 > xnor2_2 > nor2_1
ff2ff_setup_slack_ns = 0.19
r2r_cells = 5
worstPathRequired_ns = 2.20
slowest_delay_ns = 0.68
cp_data_arrival_time_ns = 2.01

[clock_tree]
postCtsSetupBuffers = 0
clockBufferDepth = 2
cts-htree-levels = 2
holdBufCountCts = 0
numClockSinks = 50
numCtsBuffers = 5
tritoncts = built
cts_resized = 0
cts-root-buf = clkbuf_8
path_clk_slew_ns = 0.09
clk_latency_ns = 0.30

[detailed_routing]
wl_per_cell_um = 12.2
postRouteAntennaNets = 0
drt-total-wl_um = 4030
n_antenna_cell = 0
routed_via_density = 5.52
drt_iter0_markers = 97
vias = 1828
post-route-drc-count = 0
dr.pass1.iters = 20

[run]
drv_cap = 0
tool_warnings = 25

[status]
status = complete, no violations

[final_timing]
setup_violations = 0
tightest_slew_ns = 0.452
relSlewSlack = 0.697
fin_tns_setup_ns = 0
period_used_share = 0.903
report.final.slew_viol_count = 0
hold_viol_final = 0
period_needed_ns = 1.81
max_freq_mhz = 554
fin_worst_skew_ns = 0.0105
layout_setup_ws_ns = 0.194
rsz0062_at_grt = no

[cells_and_area]
final_cell_count_no_fill = 331
final_cell_area_um2 = 2590
fin_util = 0.583
drive_above_1_share = 0.0824
nFillCells = 395
syn_to_final_growth_pct = 9.75

[yosys]
edf_count = 0
synth_cell_types = 40
synthArstFlopShare = 0
logic_family = simple AND/OR/NAND/NOR gates
yosys_most_used_dff = dfxtp_1
ys.flops = 50
ys_seq_frac = 0.424
ys.warnings.count = 2
synth_area_um2 = 2360
synth-xor-area-share = 0.0699
yosysChipArea_um2 = 2360
adder_share = 0.0212
syn_area_per_cell_um2 = 8.88
synthAoiAreaFrac = 0.121
ys_cells = 266
postSynthCellCount = 266
synthSimpleGateAreaFrac = 0.299
synth.area.mux_share = 0.0434

[min_path]
min_path_type = reg -> reg
holdPathStages = 2

[power_and_ir_drop]
power_frac_seq = 0.603
p_per_area_nw_per_um2 = 663
internal-power_w = 0.00133
power.leakage_nw = 0.991
p_sw_frac = 0.225
clock_power_share = 0.349
peakVddDrop_uv = 609
switchingPower_w = 0.000386
combPwrFrac = 0.048

[place]
numPortBuffers = 5
place_inst = 323
place_ws_ns = 0.219
dp_hpwl_um = 2810
placed_area_um2 = 2500
gp_congestion = 0.807

[global_route]
grt_pass1_wl_um = 7300
track_usage = 0.182
grt_max_degree = 15
grt_pass1_vias = 1660
antenna_found_initial = 0
grt-ovfl-total = 0
worst register-to-register path, delay by kind of cell, from the launching register on:
family                     cells  cell delay [ns]
xor gates and xnor gates       1             0.18
DFF                            1             0.40
and+or+nand+nor                3             0.91
adders and majority gates      1             0.22
state kept, by name, indices dropped and copies added (netlist names):
signal                                                        flops
u_sample_wrappter.u0_push_button_debouncer.counter0              12
u_sample_wrappter.u0_push_button_debouncer.counter1              12
u_sample_wrappter.u0_push_button_debouncer.push_button_state      1
u_sample_wrappter.u1_push_button_debouncer.counter0              12
u_sample_wrappter.u1_push_button_debouncer.counter1              12
u_sample_wrappter.u1_push_button_debouncer.push_button_state      1
worst max-delay path by stage:
stage / cells after the start / to
4_1_cts: 5 / register
5_1_grt: 5 / register
6_report: 5 / register
metal layers:
metal	up-vias	track usage	routed length [um]
met5	-	0	0
met4	0	0.0244	21
met3	2	0.0260	111
met2	16	0.284	1680
met1	823	0.285	2220
li1	987	-	-
power by group through the flow:
stage | logic (W) | clock network, W | registers [W]
finish | 0.0000822 | 0.000600 | 0.00104
global route | 0.0000951 | 0.000670 | 0.00104
CTS | 0.0000836 | 0.000619 | 0.00104
final cells by class:
| type | count | area, um2 | share of cell area |
|---|---|---|---|
| clock inverters | 1 | 5.00 | 0.00193 |
| repair buffers | 12 | 103 | 0.0396 |
| well taps | 52 | 65.1 | 0.0251 |
| flip-flops and latches | 50 | 1000 | 0.386 |
| multi-input cells | 203 | 1310 | 0.505 |
| inverters | 6 | 22.5 | 0.00869 |
| clock buffers | 7 | 86.3 | 0.0333 |
logic make-up after synthesis:
family	count (synthesis)
mux	10
buf+inv	13
compound gates	48
fa+ha+maj	4
flops	50
xor+xnor	18
simple gates	123
synthesized netlist by cell type (all sizes together), types with 6 or more instances:
library cell   n  area share
xor2           6       0.022
nor4           6       0.029
nand2         21       0.033
a21oi         22       0.047
mux2i          8       0.034
dfxtp         50        0.42
a31oi          6       0.016
nand2b         6       0.016
o21ai         10       0.021
nor2          24       0.038
nand3         17       0.036
nor3           9       0.019
nand4         11       0.044
xnor2         12       0.048
cell usage in the layout, fill, tap and decap left out, types with 2 or more instances in the layout:
master,count
dfxtp_1,50
nor2_1,24
a21oi_1,22
nand2_1,21
nand3_1,17
xnor2_1,11
o21ai_0,10
nor3_1,9
nand4_1,8
mux2i_1,8
buf_4,7
nand2b_1,6
a31oi_1,6
xor2_1,6
clkbuf_8,6
and3_1,5
or3_1,5
nor2b_1,5
clkdlybuf4s50_1,5
and2_1,4
and4_1,4
inv_1,4
nor4_1,4
ha_1,4
nand4_4,2
or4_1,2
nor4_4,2
clkinv_1,2
mux2_2,2
o211a_1,2
a41o_1,2
a211oi_1,2
nor3b_1,2
through the flow:
step	hold slack, ns	power [W]
after global placement	0.470	0.00114
final	0.495	0.00172
after floorplan	0.455	0.00111
after global routing	0.523	0.00181
after CTS	0.501	0.00174
after detailed placement	0.482	0.00114
Power is estimated from default activity; no workload was simulated.
